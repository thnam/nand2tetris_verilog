### ./config.mk
export PLATFORM = sky130hd
export DESIGN_NAME = Mux4Way16
export DESIGN_NICKNAME = Mux4Way16
export VERILOG_FILES = /design/flow/design.v
export SDC_FILE = /design/flow/constraint.sdc
export NUM_CORES = 4
export LEC_CHECK = 1
export CORE_AREA = 10 10 70 70
export DIE_AREA = 0 0 80 80
export SYNTH_HDL_FRONTEND = slang
### ./constraint.sdc
current_design Mux4Way16

set clk_period 1.0
set clk_io_pct 0.2

create_clock -name clk0 -period $clk_period

set non_clock_inputs [all_inputs -no_clocks]
set_input_delay [expr $clk_period * $clk_io_pct] -clock clk0 $non_clock_inputs
set_output_delay [expr $clk_period * $clk_io_pct] -clock clk0 [all_outputs]
### ./design.v
`default_nettype none
module Mux4Way16(
   input wire [15:0] a,
   input wire [15:0] b,
   input wire [15:0] c,
   input wire [15:0] d,
   input wire [1:0] sel,
   output wire [15:0] out
);
assign out = sel[1] ? (sel[0] ? d:c) : (sel[0] ? b:a);
endmodule
### ./run.sh
#!/bin/bash
# OpenROAD 26Q1-2900-gdf79404cd8, Yosys 0.63+post, stock flow scripts
make -C /OpenROAD-flow-scripts/flow DESIGN_CONFIG=/design/flow/config.mk WORK_HOME=/design/flow/orfs finish
==> run notes <==
Notes on the flow run.

- The critical path in the final layout is reported with a setup slack of -241 ps.
- The required time at the worst endpoint is listed as 800 ps.
- The number of standard cells reported by yosys is 20, for reference.
- At the worst endpoint, the arrival time is 1040 ps.
- Looking at hold timing, the worst path starts from d[1].
- The overall via count from detail_route is 602, for reference.
- The tool warning count is 35, for reference.
- Per the gpl log, the routability congestion estimate is 0.829.
- The routed design could run at a clock period as short as 1240 ps.
- The worst vdd rail ir drop is 0.149 mV, for reference.
- From the final report, the count of setup violators was given as 16.
- The effective utilization at floorplan is 12.4%, for reference.
- The antenna diode count is 0, for reference.
- Yosys reports a chip area of 424 um^2.
- The number of global-route vias before repair is 767, for reference.
- The number of placed instances, taps included, is 146.
- The number of max-slew violations in the final report is 0, for reference.
- In the final layout, the clock buffer count is 0.
- The final timing summary puts the cycle share of the worst path at 124%.
- The synthesis warning total is 0, for reference.
- The register area is 0 um^2, for reference.
- The cell area that synthesis handed to floorplanning was 424 um^2.
- The final antenna-violating net count is 0, for reference.
- Based on the critical path, the design can be clocked at up to 806 MHz.
- The cell row count is 21, for reference.
- The script logs the mean routed wire length per placed instance as 18.6 um.
- The maximum number of pins on one net before global-route repair is 9, for reference.
- Before CTS, the worst setup slack after placement is -1100 ps.
- Per the OpenROAD floorplan log, the area of the die is 0.00640 mm^2.
- The biggest cell delay along the critical path is 490 ps, for reference.
- The commonest cells after synthesis are sky130_fd_sc_hd__mux4_2 (10), sky130_fd_sc_hd__mux4_1 (6), sky130_fd_sc_hd__buf_2 (2), sky130_fd_sc_hd__buf_12 (1), sky130_fd_sc_hd__buf_6 (1).
- The initial DRC count is 4, for reference.
- The number of maximum-capacitance violations is 0, for reference.
- The number of flip-flops and latches is 0, for reference.
- The worst setup path is captured at a primary output.
- According to the floorplan report, the die width is 80 um.
- The count of non-filler cells in the finished layout is 148, for reference.
- For reference, the post-synthesis area per instance comes to 21.2 um^2.
- Of the post-synthesis cell area, the dominant cell type holds 53.1%.
- Synthesis produced 20 cells.
- The checks that failed: negative setup slack.
- In the setup report, the worst path falls into the class in -> out.
- For this run, design rule violations remaining after detail routing come to 0.
- The leakage power is 0.560 nW, for reference.
- The main area contributors are sky130_fd_sc_hd__mux4_2 (53%), sky130_fd_sc_hd__mux4_1 (37%), sky130_fd_sc_hd__buf_12 (4.7%).
- The most critical setup path has its startpoint at sel[0].
- The count of buffers inserted at the top-level ports is 82, for reference.
- The class of the most critical hold timing path is in -> out, for reference.
- In this run, post-CTS hold repair placed 0 buffers.
- Setup repair after global routing could not meet its margin everywhere.
- Power spread over the standard cell area amounts to 352 mW/mm^2.
- The share of final-layout standard cells stronger than drive strength 1 is 37.3%, for reference.
- The all-layer global routing usage is 8.41%, for reference.
- The cell with the most instances after synthesis is sky130_fd_sc_hd__mux4_2, for reference.
- The cell that appears most often on the critical path is sky130_fd_sc_hd__buf_12.
- The wire length of the first global-routing pass is 4.26 mm, for reference.
- Along the critical path, the tally of buffer and inverter instances is 3.
- The standard cell with the maximum stage delay on the critical path is sky130_fd_sc_hd__mux4_2, for reference.
- After detailed routing, the total wire length is 2.75 mm.
- Dividing the detail-routed via count by the number of cells gives 4.07.
- The top-level port count is 82, for reference.
- The number of antenna violations at the first check in global routing was 0.
- The first detailed-routing pass took 2 iterations.
- The fill cell instance count of the final layout is 372, for reference.
- The number of unique standard cell types used by synthesis is 5, for reference.
- The height of the die is 80 um, for reference.
- The gate family responsible for the most delay along the worst path is multiplexers, for reference.
- The area inside the core boundary is 0.00342 mm^2, for reference.
- The remaining max-slew budget at the tightest pin is 90.0%, for reference.
- The cell sequence reported for the critical path is buf_12, buf_12, mux4_2, buf_2.
- The critical path maximum fanout is 8.
- The run finished, with violations left.
- The kind of start point of the critical path is a primary input, for reference.
- Per the GRT congestion report, total overflow comes to 0.
- The final core area utilization is 34.7%, for reference.
- For this run, the register share of the synthesized area comes to 0%.
- At the pin with the least slew margin, the transition time is 151 ps.
- The final hold violation count recorded for this run is 0.
- The cell type with the largest total area after synthesis is sky130_fd_sc_hd__mux4_2, for reference.
- From synthesis to final layout, the design area changed by 179%.
[layout make-up]
cell class                 count  area (um^2)  share of cell area, %
timing repair buffer          86          767                   64.7
multi-input combinational     16          360                   30.4
tap                           46         57.6                   4.86
[placed cells by master, fill, tap and decap left out]
| master | netlist | layout |
|---|---|---|
| sky130_fd_sc_hd__buf_16 | 0 | 2 |
| sky130_fd_sc_hd__buf_12 | 1 | 3 |
| sky130_fd_sc_hd__clkdlybuf4s15_2 | 0 | 1 |
| sky130_fd_sc_hd__dlygate4sd2_1 | 0 | 64 |
| sky130_fd_sc_hd__mux4_2 | 10 | 16 |
| sky130_fd_sc_hd__buf_2 | 2 | 16 |
[worst min-delay path, delay by kind of cell]
| family | cells | cell delay [ps] |
|---|---|---|
| buffers and inverters | 2 | 270 |
| multiplexers | 1 | 210 |
[cell families after synthesis]
kind of cell | after synthesis | share of synthesized area [%]
buf+inv | 4 | 9.73
mux | 16 | 90.3
[per-stage QoR]
step | hold slack [ps] | power, mW | setup TNS, ps | cell area (um^2)
6_report | 884 | 0.417 | -3750 | 1180
5_1_grt | 905 | 0.457 | -4310 | 1180
4_1_cts | 886 | 0.428 | -3930 | 1180
3_5_place_dp | 1520 | 0.538 | -16850 | 1300
3_3_place_gp | 1520 | 0.538 | -16820 | 1300
2_1_floorplan | 559 | 0.139 | -880 | 433
[routing by layer]
| metal | vias up | wire (um) | GRT usage, % |
|---|---|---|---|
| met5 | - | 0 | 0 |
| met4 | 0 | 0 | 0 |
| met3 | 0 | 594 | 6.25 |
| met2 | 63 | 1150 | 13.8 |
| met1 | 268 | 1010 | 9.10 |
| li1 | 271 | - | - |
[where the power goes]
group | internal, mW | switching (mW) | leakage, nW | total (mW)
Clock | 0 | 0 | 0 | 0
Sequential | 0 | 0 | 0 | 0
Combinational | 0.315 | 0.102 | 0.560 | 0.417
[path summary, 6_finish.rpt]
path / cells after the start / slack (ps) / end
hold / removal: 3 / 880 / out[1]
setup / recovery: 4 / -240 / out[7]
[repair_timing]
item                                   in CTS  in global routing
endpoints found under the hold margin       0                  0
setup endpoints to repair                  16                 16
gates resized                             132                  0
cloned                                      2                  0
setup buffers                               0                  0
Power is estimated from default activity; no workload was simulated.
